==> flow/design.v <==
module controller
#(
	parameter ADDRESS_SIZE = 36,
	parameter DATA_WIDTH = 128
)
(
	input 	clk,
	input	rst,
	input 	[ADDRESS_SIZE-1:0]	slave_address,
	input 	slave_wrreq,
	output	reg	slave_wrack,
	input 	[DATA_WIDTH-1:0]		slave_datain,
	input	 slave_rdreq,
	output	reg slave_rdack,
	output	reg	[DATA_WIDTH-1:0]	slave_dataout,
	output	[DATA_WIDTH-1:0]	fetcher_command,
	output	fetcher_command_valid,
	input		fetcher_command_complete,
	output	[DATA_WIDTH-1:0]	storer_command,
	output	storer_command_valid,
	input	storer_command_complete
);
reg	[DATA_WIDTH-1:0]	configuration_reg0;
reg	[DATA_WIDTH-1:0]	configuration_reg1;
reg	[DATA_WIDTH-1:0]	configuration_reg2;
reg	[DATA_WIDTH-1:0]	configuration_reg3;
reg	[DATA_WIDTH-1:0]	configuration_reg4;
reg	[35:0]			pixel_length;
always @(posedge clk)
begin
	if(rst)
	begin	
		slave_wrack <=1'b0;
		slave_rdack <= 1'b0;
		configuration_reg0	<=	128'b0;
		configuration_reg1	<=	128'b0;	
		configuration_reg2	<=	128'b0;
		configuration_reg3	<=	128'b0;
		configuration_reg4	<=	128'b0;
	end
	else
	begin
		slave_wrack	<=	slave_wrreq;
		slave_rdack	<=	slave_rdreq;
		pixel_length	<=	configuration_reg0[11:0] * configuration_reg0[23:12];
		if(slave_wrreq)
		begin
			case(slave_address[6:4])
				3'b000	:
				begin
					configuration_reg0	<=	slave_datain;
				end
				3'b001	:
				begin
					configuration_reg1	<=	slave_datain;
				end
				3'b010	:
				begin	
					configuration_reg2	<=	slave_datain;
				end
				3'b011	:
				begin	
					configuration_reg3	<=	slave_datain;
					configuration_reg4	<=	slave_datain;
				end
				3'b100	:
				begin	
				end
			endcase
		end
		if(slave_rdreq)
		begin
			case(slave_address[6:4])
				3'b000	:
				begin
					slave_dataout	<=	configuration_reg0;
				end
				3'b001	:
				begin
					slave_dataout	<=	configuration_reg1;
				end
				3'b010	:
				begin	
					slave_dataout	<=	configuration_reg2;
				end
				3'b011	:
				begin	
					slave_dataout	<=	configuration_reg3;
				end
				3'b100	:
				begin	
					slave_dataout	<=	configuration_reg4;
				end
			endcase
		end
		if(fetcher_command_complete & storer_command_complete)
			configuration_reg4[3:0] <= 4'b0000;	
	end
end
assign	fetcher_command_valid	=	((configuration_reg3[3:0] == 4'b1111) & slave_wrack);
assign	storer_command_valid	=	((configuration_reg3[3:0] == 4'b1111) & slave_wrack);
assign	fetcher_command		=	{36'b0, configuration_reg1[35:0], pixel_length, configuration_reg1[51:36], 4'b0111};
assign	 storer_command		=	{36'b0, configuration_reg2[35:0], pixel_length, configuration_reg2[51:36], 4'b0011};
endmodule
==> flow/run.sh <==
#!/bin/bash
# OpenROAD 26Q1-2900-gdf79404cd8, Yosys 0.63+post, stock flow scripts
make -C /OpenROAD-flow-scripts/flow DESIGN_CONFIG=/design/flow/config.mk WORK_HOME=/design/flow/orfs finish
==> flow/config.mk <==
export PLATFORM = sky130hd
export DESIGN_NAME = controller
export DESIGN_NICKNAME = controller
export VERILOG_FILES = /design/flow/design.v
export SDC_FILE = /design/flow/constraint.sdc
export NUM_CORES = 4
export LEC_CHECK = 1
export CORE_UTILIZATION = 50
==> flow/constraint.sdc <==
current_design controller

set clk_period 35.5
set clk_io_pct 0.2

create_clock -name clk0 -period $clk_period [get_ports {clk}]

set non_clock_inputs [all_inputs -no_clocks]
set_input_delay [expr $clk_period * $clk_io_pct] -clock clk0 $non_clock_inputs
set_output_delay [expr $clk_period * $clk_io_pct] -clock clk0 [all_outputs]
==> flow_summary.yaml <==
# yosys + openroad results
logic_synthesis:
  ys_warn_count: 1
  synthCells: 3685
  edf_count: 152
  synth_seq_share: 0.4687
  netlist_area_um2: 31860
  synthArstFlopShare: 0
  synth_flops: 670
  synth.distinct_cells: 43
  syn_area_per_cell_um2: 8.646
  ys.flop_type: "dfxtp_1"
  synth_top_area_share: 0.3255
  yosys-stat-area_um2: 31860
  yosysTopAreaCell: "dfxtp_1"
  yosys_cells: 3685
  topCellsByArea: "dfxtp_1 (33%), edfxtp_1 (14%), nand2_1 (13%)"
setup_path:
  arrival_ns: 10.73
  worstSetupEndpointType: "register"
  crit_path_start: "slave_address[4]"
  rrSetupSlack_ns: 30.11
  reg2reg_to: "pixel_length[23]"
  worstSetupPathType: "in2reg"
  cp.required_ns: 36.03
  reg2reg_depth: 16
  cp_max_fo: 56
  startpoint_type: "input port"
  r2r_start: "configuration_reg0[7]"
clocking:
  cts_made_buffers: 73
  cts-root-buf: "clkbuf_16"
  clock_path_buffers: 3
  cts_tree: "built"
  cts_setup_buffers: 0
  ctsHoldBuffers: 0
  clock_latency_ns: 0.62
  htreeDepth: 3
  clk_pin_slew_worst_paths_ns: 0.06
  cts_resized: 0
  clock-sinks: 670
grt:
  grtUsageTotal: 0.3085
  grt_pass1_vias: 24870
  grt_max_degree: 171
  antenna_found_initial: 15
  grt_pass1_wl_mm: 145.2
  grt_overflow_total: 0
finish:
  instances_no_fill: 4740
  fin_util: 0.5935
  synthToLayoutAreaGrowth_pct: 17.29
  stdcell_area_um2: 37370
  drive_gt1_frac: 0.04325
power:
  p_leak_nw: 13.63
  swShare: 0.2395
  power_density_nw_per_um2: 44.42
  p_sw_mw: 0.3975
  combPwrFrac: 0.071
  p_int_mw: 1.262
  p_total_mw: 1.660
  p_seq_frac: 0.488
  ir_worst_vdd_mv: 0.03041
  pwr-share-clk: 0.441
route:
  drt-initial-drc-count: 1692
  routedWlPerCell_um: 20.15
  ant_nets: 0
  vias_per_cell: 5.469
  firstDrtPassIters: 5
  drc: 0
  drt_wl_total_mm: 95.51
  vias: 25920
place:
  dp_slack_ns: 24.70
  placed_cells: 4596
  dp_hpwl_mm: 58.51
  gp_congestion: 0.9038
  portBuffers: 420
  post_dp_cell_area_um2: 35030
final_timing:
  rsz0062_at_grt: "no"
  fmax_ghz: 0.09803
  period_needed_ns: 10.20
  tns_ns: 0
  holdWs_ns: 0.4532
  hold_violations: 0
  slew_viol_final: 0
  fin_ws_ns: 25.30
  setup_violations: 0
  skew_ns: 0.02028
  period_used_share: 0.2873
  tightest_slew_ns: 0.8956
  relSlewSlack: 0.4029
hold_path:
  hold_path_depth: 2
  min_path_type: "reg2reg"
  min_from: "configuration_reg1[82]"
  hold-path-endpoint: "configuration_reg1[82]"
die:
  die_w_um: 254.4
  ios: 558
  rows: 92
  initCoreUtil: 0.5060
  die_h_um: 254.4
  core_um2: 62970
  dieArea_um2: 64730
run:
  drv_cap: 0
  openroad.warnings: 64
run_status:
  status: "completed"
==> critical path: stages <==
cell and delay (ns):
clkdlybuf4s50_1 0.93, nor2b_4 0.28, buf_4 0.60, and2_4 0.84
buf_4 0.66, nand2_1 0.11, a21oi_1 0.14
==> cells in the mapped netlist, types with 2 or more instances <==
cell         n
o21ai_1      4
fa_1       100
inv_1      133
edfxtp_1   152
a22oi_1    128
xor2_1       4
a21o_1       4
conb_1       2
clkbuf_1   148
ha_1        62
and3_1       2
nand2_1   1144
a21oi_1    531
nor2_1     138
a32oi_1      2
and2_1      59
or3_1        2
a22o_1       4
buf_1        9
xnor2_1     14
dfxtp_1    518
nor2b_1     12
a211oi_1     4
a31oi_1      5
buf_4      233
nand2b_1     4
buf_2      110
o211ai_1     5
o21ai_0      9
nand3_1      4
a221o_1    126
nor3_1       2
==> how the worst max path moves through the flow <==
stage | endpoint | cells after the start
global route | configuration_reg1[64] | 7
CTS | configuration_reg1[57] | 7
finish | configuration_reg1[64] | 7
==> cell type report <==
| cell class | instances | area, um2 |
|---|---|---|
| fill | 5201 | 25590 |
| sequential | 670 | 14930 |
| clock buffer | 106 | 2126 |
| multi-input combinational | 2484 | 14000 |
| clock inverter | 28 | 188.9 |
| tap | 846 | 1059 |
| inverter | 133 | 499.2 |
| timing repair buffer | 463 | 4542 |
| antenna | 10 | 25.02 |
==> power groups by stage <==
stage | clock [mW] | combinational [mW] | sequential, mW
5_1_grt | 0.775 | 0.127 | 0.812
4_1_cts | 0.746 | 0.117 | 0.810
6_report | 0.733 | 0.117 | 0.810
==> layer usage <==
layer  share of wire  vias to the layer above  track usage
li1                -                    12260            -
met1            0.41                    12440       0.4494
met5          0.0010                        -            0
met3           0.090                      199      0.09154
met2            0.46                     1013       0.4631
met4           0.037                       14       0.1015
==> sequential cells by signal, summed over array words and instances, names as in the netlist <==
signal,count
configuration_reg1,128
configuration_reg2,128
slave_dataout,128
pixel_length,24
configuration_reg4,4
slave_rdack,1
configuration_reg3,128
configuration_reg0,128
slave_wrack,1
==> cell usage in the layout, fill, tap and decap left out, types with 5 or more instances in the layout <==
cell type,instances
clkinv_2,13
a22oi_1,128
a221o_1,126
o211ai_1,5
ha_1,62
clkbuf_16,77
fa_1,100
buf_4,43
a21oi_1,531
diode_2,10
edfxtp_1,152
nor2_1,138
nand2_1,1141
and2_1,56
clkinv_1,8
nor2b_1,10
clkdlybuf4s50_1,418
conb_1,104
dfxtp_1,518
clkbuf_1,20
inv_1,133
xnor2_1,14
o21ai_0,9
clkbuf_8,9
a31oi_1,5
==> kinds of logic (layout without fill, tap and decap cells) <==
kind of cell,count (synthesis),count (layout),share of synthesized area
AND-OR/OR-AND,830,830,0.1642
XOR/XNOR,18,18,0.004948
adder cells (fa/ha/maj),162,162,0.08718
buffers and inverters,633,730,0.1063
flip-flops,670,670,0.4687
multiplexers,2,2,0.0006676
other,2,114,0.0002357
AND/OR/NAND/NOR,1368,1368,0.1677
Power and IR drop assume default switching activity.
