--- ./design.v ---
module rgb_to_ycrcb_converter
#(
	parameter DATAIN_WIDTH 	= 32,
	parameter DATAOUT_WIDTH = 32
)
(
	input												clk	    							,
	input												rst		    						,
	input				[DATAIN_WIDTH-1:0]		datain								,
	input                						datain_valid    					,
	output reg										datain_ready    					,
	output reg    	[DATAOUT_WIDTH-1:0]		dataout								,
	output reg                          	dataout_valid   					,
	input												dataout_ready						
);
        localparam                                      YOFFSET                                             = 8'b00000000;
        localparam                                      COFFSET                                             = 8'b10000000;
        localparam                                      CA                                                  = 16'b0100110010001011;
        localparam                                      CB                                                  = 16'b0001110100101111;
        localparam                                      CC                                                  = 16'b1110000010010101;
        localparam                                      CD                                                  = 16'b0111110111111010;
		  reg data_valid_a;
		  reg data_valid_b;
		  reg data_valid_c;
		  reg data_valid_d;
		  reg data_ready_a;
		  reg data_ready_b;
		  reg data_ready_c;
		  reg data_ready_d;
        wire            [7:0]                           R;
        wire            [7:0]                           G;
        wire            [7:0]                           B;
        wire            [7:-16]                         mult_result_Ya;
        wire            [7:-16]                         mult_result_Yb;
        wire            [7:-16]                         mult_result_Cr;
        wire            [7:-16]                         mult_result_Cb;
		  reg 				[7:0]										reg_mult_result_Ya;
		  reg 				[7:0] 									reg_mult_result_Yb;
		  reg 				[7:0] 									reg_mult_result_Cr;
		  reg					[7:0] 									reg_mult_result_Cb;
        wire            [7:0]                            Y;
        wire            [7:0]                            Cr;
        wire            [7:0]                            Cb;
		  wire            [7:0]                            Ypa;
		  wire            [7:0]                            Ypb;
		  reg 				[7:0] 									reg_Ypa;
		  reg 				[7:0] 									reg_Ypb;
		  reg 				[7:0] 									reg_Y;
        assign R                = datain[15:8];
        assign G                = datain[23:16];
        assign B                = datain[31:24];
        assign mult_result_Ya   = CA * (R - G);
        assign mult_result_Yb   = CB * (B - G);
		  assign Ypa              = (reg_mult_result_Ya + G);
		  assign Ypb              = (reg_mult_result_Yb + YOFFSET);
        assign Y                = reg_Ypa + reg_Ypb;
        assign mult_result_Cr   = CC * (R - reg_Y);
        assign mult_result_Cb   = CD * (B - reg_Y);
        assign Cr               = reg_mult_result_Cr + COFFSET;
        assign Cb               = reg_mult_result_Cb + COFFSET;
always @(posedge clk)
begin
        if (rst)
        begin
                datain_ready    					<= 1'b0;
					 data_ready_a    					<= 1'b0;
					 data_ready_b     				<= 1'b0;
					 data_ready_c     				<= 1'b0;
					 data_ready_d     				<= 1'b0;
                dataout								<= {DATAOUT_WIDTH{1'b0}};
					 dataout_valid 					<= 1'b0;
					 data_valid_a 						<= 1'b0;
					 data_valid_b 						<= 1'b0;
					 data_valid_c 						<= 1'b0;
					 data_valid_d 						<= 1'b0;
					 reg_mult_result_Ya				<= 8'b0;
					 reg_mult_result_Yb				<= 8'b0;
					 reg_mult_result_Cr				<=	8'b0;
					 reg_mult_result_Cb				<= 8'b0;
					 reg_Ypa								<= 8'b0;
					 reg_Ypb								<= 8'b0;
					 reg_Y								<= 8'b0;
        end
        else
        begin
                datain_ready    					<= data_ready_d;
					 data_ready_a    					<= dataout_ready;
					 data_ready_b     				<= data_ready_a;
					 data_ready_c     				<= data_ready_b;
					 data_ready_d     				<= data_ready_c;
                dataout         					<= {Y, Cr, Cb, 8'b00000000};
                dataout_valid   					<= data_valid_d;
					 data_valid_a 						<= datain_valid;
					 data_valid_b 						<= data_valid_a;
					 data_valid_c 						<= data_valid_b;
					 data_valid_d 						<= data_valid_c;
					 reg_mult_result_Ya				<= mult_result_Ya[7:0];
					 reg_mult_result_Yb				<= mult_result_Yb[7:0];
					 reg_mult_result_Cr				<=	mult_result_Cr[7:0];
					 reg_mult_result_Cb				<= mult_result_Cb[7:0];
					 reg_Ypa								<= Ypa;
					 reg_Ypb								<= Ypb;
					 reg_Y								<= Y;
        end
end
endmodule
--- ./run.sh ---
#!/bin/bash
# OpenROAD 26Q1-2900-gdf79404cd8, Yosys 0.63+post, stock flow scripts
make -C /OpenROAD-flow-scripts/flow DESIGN_CONFIG=/design/flow/config.mk WORK_HOME=/design/flow/orfs finish
--- ./config.mk ---
export PLATFORM = sky130hd
export DESIGN_NAME = rgb_to_ycrcb_converter
export DESIGN_NICKNAME = rgb_to_ycrcb_converter
export VERILOG_FILES = /design/flow/design.v
export SDC_FILE = /design/flow/constraint.sdc
export NUM_CORES = 4
export LEC_CHECK = 1
export CORE_UTILIZATION = 50
--- ./constraint.sdc ---
current_design rgb_to_ycrcb_converter

set clk_period 18.0
set clk_io_pct 0.2

create_clock -name clk0 -period $clk_period [get_ports {clk}]

set non_clock_inputs [all_inputs -no_clocks]
set_input_delay [expr $clk_period * $clk_io_pct] -clock clk0 $non_clock_inputs
set_output_delay [expr $clk_period * $clk_io_pct] -clock clk0 [all_outputs]
==> results.py <==
# Synthesis and PnR figures
metrics = {
    "status": {
        "status": "finished clean",
    },
    "setup_path": {
        "crit_arrival_ns": 10.78,
        "reg2reg_slack_ns": 10.76,
        "maximum_fanout_along_the_worst_path": 19,
        "timing.setup.critical_path_class": "input port to register",
        "worst_setup_path_start_kind": "input port",
        "cp_data_required_time_ns": 18.23,
        "r2r_cells": 26,
        "crit_path_end_kind": "register",
    },
    "logic_synthesis": {
        "ys_sh_simple": 0.08730,
        "yosysMostFrequentCell": "sky130_fd_sc_hd__inv_1",
        "yosysCellCount": 1567,
        "synth-adder-area-share": 0.5262,
        "synth-edff-count": 0,
        "postSynthSeqShare": 0.1124,
        "synth.avg_cell_area_sq_um": 9.320,
        "netlist-cell-type-count": 75,
        "netlist_logic_family_top": "adder cells",
        "async_reset_ff_frac": 0,
        "synth.cellmix.compoundShare": 0.1015,
        "synth.cellmix.xorXnorShare": 0.06331,
        "synthFlopType": "sky130_fd_sc_hd__dfxtp_1",
        "top_cells_by_area": "sky130_fd_sc_hd__ha_1 27%, sky130_fd_sc_hd__fa_1 26%, sky130_fd_sc_hd__dfxtp_1 11%",
        "postSynthRegisterBits": 82,
        "postSynthCellCount": 1567,
        "mux_share": 0.006511,
        "top_area_cell_share": 0.2699,
        "yosysWarnings": 1,
        "yosys.area.top_type": "sky130_fd_sc_hd__ha_1",
        "yosys_area_sq_um": 14600,
        "synth.cell_area_sq_um": 14600,
        "top_cells_by_count": "361 x sky130_fd_sc_hd__inv_1, 315 x sky130_fd_sc_hd__ha_1, 187 x sky130_fd_sc_hd__fa_1",
    },
    "sta": {
        "setup_viol": 0,
        "setup_repair_after_global_routing_missed_its_margin": "false",
        "setup_total_negative_slack_ns": 0,
        "finClkSkew_ns": 0.005816,
        "slew-limit-headroom": 0.4901,
        "final_period_util": 0.5862,
        "finalMaxSlewViolations": 0,
        "worst_pin_slew_ns": 0.7623,
        "final_hold_viol_count": 0,
        "timing.fmax_mhz": 94.78,
        "final_period_minus_worst_setup_slack_ns": 10.55,
    },
    "finish": {
        "drive_gt1_frac": 0.02880,
        "layout-area-overhead-vs-synth_pct": 8.987,
        "summed_area_of_non_filler_cells_in_the_final_layout_sq_um": 15920,
        "postLayoutCoreUtil": 0.5545,
    },
    "grt": {
        "grtUsageMet1": 0.3020,
        "number_of_global_route_vias_before_repair": 10510,
        "use_met2": 0.3480,
        "overflow": 0,
        "gr-max-usage-layer": "met2",
        "grt_max_degree": 52,
        "initial_antenna_violation_count": 0,
        "grt.total_usage": 0.2094,
        "grt_pass1_wl_mm": 48.67,
        "met3_usage": 0.03948,
    },
    "route": {
        "detail_route.iter0.violations": 277,
        "wl_per_cell_microns": 13.20,
        "vias_per_instance": 4.915,
        "routed-via-count": 9909,
        "route.detailed.drc": 0,
        "num_antenna_cells": 0,
        "postRouteWirelength_mm": 26.62,
        "detailed_router_iteration_count_before_antenna_repair": 4,
        "number_of_nets_still_failing_antenna_checks_after_routing": 0,
    },
    "die": {
        "fp.dieW_microns": 172.9,
        "top_level_ports": 70,
        "std_cell_core_area_sq_um": 28700,
        "floorplan.rows": 62,
        "chipHeight_microns": 172.9,
        "fp-utilization": 0.5088,
        "design.die.area_sq_um": 29900,
    },
    "cts": {
        "postCtsHoldBufs": 0,
        "post_cts_resize_count": 0,
        "clock-sinks": 82,
        "cts_tree": "yes",
        "clock_tree.htree_level_count": 3,
        "clock_root_buffer": "sky130_fd_sc_hd__clkbuf_16",
        "cts_buffer_depth": 2,
        "cts_buffers": 9,
        "number_of_setup_buffers_added_after_cts": 0,
        "clkTransAtPathRegs_ns": 0.07,
        "clk-insertion-delay-late_ns": 0.34,
    },
    "flow_run": {
        "max_cap_viol_count": 0,
        "warning_count": 55,
    },
    "place": {
        "globalplace.congestion": 0.8798,
        "postPlaceCellArea_sq_um": 15610,
        "buffer_ports.inserted": 53,
        "detailedPlacementHpwl_mm": 23.51,
    },
    "min_path": {
        "timing.hold.worst.class": "register to register",
        "hold-path-cell-count": 1,
    },
}
area by class of cell:
class / instances / area [sq um]
Clock inverter: 7 / 81.33
Timing Repair Buffer: 65 / 618.1
Inverter: 364 / 1366
Multi-Input combinational cell: 1105 / 11500
Sequential cell: 82 / 1642
Fill cell: 2565 / 12790
Clock buffer: 9 / 225.2
Tap cell: 384 / 480.5
per-stage QoR:
step / setup WS, ns / cells / hold slack, ns
2_1_floorplan: 7.830 / 1576 / 0.3682
3_3_place_gp: 7.074 / 2000 / 0.3904
3_5_place_dp: 7.051 / 2000 / 0.3840
4_1_cts: 7.414 / 2016 / 0.3970
5_1_grt: 6.897 / 2016 / 0.4081
6_report: 7.449 / 2016 / 0.3953
path summary, 6_finish.rpt:
path | startpoint | end
min reg2reg | reg_mult_result_Cb[7]$_SDFF_PP0_ | dataout[15]$_SDFF_PP0_
min | reg_mult_result_Cb[7]$_SDFF_PP0_ | dataout[15]$_SDFF_PP0_
max reg2reg | reg_Y[1]$_SDFF_PP0_ | reg_mult_result_Cb[4]$_SDFF_PP0_
max | datain[24] | reg_mult_result_Cb[4]$_SDFF_PP0_
worst max-delay path: stages:
cell and delay, ns:
sky130_fd_sc_hd__clkdlybuf4s50_1 0.55, sky130_fd_sc_hd__inv_1 0.10, sky130_fd_sc_hd__ha_1 0.23, sky130_fd_sc_hd__fa_1 0.40
sky130_fd_sc_hd__nor2b_1 0.16, sky130_fd_sc_hd__o2111ai_1 0.16, sky130_fd_sc_hd__nand3_1 0.14, sky130_fd_sc_hd__and2_1 0.25
sky130_fd_sc_hd__inv_2 0.27, sky130_fd_sc_hd__fa_1 0.60, sky130_fd_sc_hd__ha_1 0.40, sky130_fd_sc_hd__fa_1 0.52
sky130_fd_sc_hd__inv_1 0.05, sky130_fd_sc_hd__fa_1 0.47, sky130_fd_sc_hd__inv_1 0.05, sky130_fd_sc_hd__fa_1 0.52
sky130_fd_sc_hd__inv_1 0.05, sky130_fd_sc_hd__fa_1 0.49, sky130_fd_sc_hd__inv_1 0.05, sky130_fd_sc_hd__ha_1 0.31
sky130_fd_sc_hd__a21oi_1 0.17, sky130_fd_sc_hd__o21ai_0 0.10, sky130_fd_sc_hd__and2_1 0.22, sky130_fd_sc_hd__a211oi_1 0.25
sky130_fd_sc_hd__o21ai_1 0.16, sky130_fd_sc_hd__or3_1 0.33, sky130_fd_sc_hd__o211ai_1 0.17
layout by cell type, fill, tap and decap left out, types with 5 or more instances in the layout:
cell	netlist	layout
sky130_fd_sc_hd__nor2b_1	46	46
sky130_fd_sc_hd__nor2_1	69	69
sky130_fd_sc_hd__nand2b_1	11	11
sky130_fd_sc_hd__a21o_1	33	33
sky130_fd_sc_hd__nor3_1	11	11
sky130_fd_sc_hd__ha_1	315	315
sky130_fd_sc_hd__a211oi_1	5	5
sky130_fd_sc_hd__dfxtp_1	82	82
sky130_fd_sc_hd__nand3_1	20	20
sky130_fd_sc_hd__buf_4	8	13
sky130_fd_sc_hd__and2_1	7	7
sky130_fd_sc_hd__o21a_1	6	6
sky130_fd_sc_hd__o21ai_0	27	27
sky130_fd_sc_hd__o21bai_1	6	6
sky130_fd_sc_hd__o21ai_1	18	18
sky130_fd_sc_hd__nand2_1	47	47
sky130_fd_sc_hd__clkbuf_16	0	9
sky130_fd_sc_hd__clkdlybuf4s50_1	0	52
sky130_fd_sc_hd__nand4_1	8	8
sky130_fd_sc_hd__a31oi_1	6	6
sky130_fd_sc_hd__a21oi_1	74	74
sky130_fd_sc_hd__fa_1	187	187
sky130_fd_sc_hd__inv_1	361	361
sky130_fd_sc_hd__xor2_1	47	47
sky130_fd_sc_hd__o211ai_1	8	8
sky130_fd_sc_hd__mux2i_1	5	5
sky130_fd_sc_hd__xnor2_1	56	56
sky130_fd_sc_hd__nor3b_1	6	6
sky130_fd_sc_hd__conb_1	2	11
cells by family (layout without fill, tap and decap cells):
logic type               Yosys count  in the layout
buffers and inverters            389            445
AND-OR/OR-AND                    228            228
adder cells (fa/ha/maj)          502            502
other                              2             11
multiplexers                       9              9
AND/OR/NAND/NOR                  251            251
XOR/XNOR                         104            104
flip-flops                        82             82
flip-flops by register name (all words and copies together) (netlist names):
name                flops
data_valid_b            1
reg_mult_result_Ya      8
dataout                16
reg_mult_result_Yb      8
data_ready_d            1
reg_mult_result_Cr      8
datain_ready            1
data_valid_c            1
reg_Ypa                 8
data_valid_a            1
data_ready_a            1
reg_Y                   8
data_ready_b            1
data_ready_c            1
dataout_valid           1
reg_Ypb                 8
reg_mult_result_Cb      8
data_valid_d            1
layer usage:
metal | routed length [microns] | up-vias
met3 | 1043 | 29
li1 | - | 5152
met1 | 12490 | 4597
met5 | 0 | -
met2 | 12540 | 131
met4 | 544 | 0
